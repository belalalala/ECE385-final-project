<file path="/design/flow/run.sh">
#!/bin/bash
# OpenROAD 26Q1-2900-gdf79404cd8, Yosys 0.63+post, stock flow scripts
make -C /OpenROAD-flow-scripts/flow DESIGN_CONFIG=/design/flow/config.mk WORK_HOME=/design/flow/orfs finish
</file>
<file path="/design/flow/config.mk">
export PLATFORM = sky130hd
export DESIGN_NAME = debug
export DESIGN_NICKNAME = debug
export VERILOG_FILES = /design/flow/design.v
export SDC_FILE = /design/flow/constraint.sdc
export NUM_CORES = 4
export LEC_CHECK = 1
export CORE_UTILIZATION = 50
</file>
<file path="/design/flow/constraint.sdc">
current_design debug

set clk_period 35.4
set clk_io_pct 0.2

create_clock -name clk0 -period $clk_period

set non_clock_inputs [all_inputs -no_clocks]
set_input_delay [expr $clk_period * $clk_io_pct] -clock clk0 $non_clock_inputs
set_output_delay [expr $clk_period * $clk_io_pct] -clock clk0 [all_outputs]
</file>
<file path="/design/flow/design.v">
module debug(
				 input  logic		  Clk,
				 input  logic [9:0] player1_X_Pos,
				 input  logic [9:0] player2_X_Pos,
				 input  logic [9:0] player1_Y_Pos,
				 input  logic [9:0] player2_Y_Pos,
				 input  logic [9:0] bird_X_Pos,
				 input  logic [9:0] bird_Y_Pos,
				 output logic 		  S1, S2, L1, L2
				);
	int DistB1X, DistB1Y, DistB2X, DistB2Y, Dist1, Dist2;
	assign DistB1X = bird_X_Pos - player1_X_Pos;
	assign DistB1Y = bird_Y_Pos - player1_Y_Pos;
	assign DistB2X = bird_X_Pos - player2_X_Pos;
	assign DistB2Y = bird_Y_Pos - player2_Y_Pos;
	assign Dist1   = (DistB1X * DistB1X) + (DistB1Y * DistB1Y);
	assign Dist2   = (DistB2X * DistB2X) + (DistB2Y * DistB2Y);
	assign S1 = Dist1 < 200;
	assign S2 = Dist2 < 200;
	assign L1 = Dist1 > 50;
	assign L2 = Dist2 > 50;
endmodule
</file>
==> metrics.cfg <==
[yosys]
ys_cells=2129
synth_area_sq_um=19100
syn_area_per_cell_sq_um=8.98
top_area_cell=fa_1
synthCells=2129
postSynthSeqShare=0
yosysWarnings=0
top_cells_by_area=fa_1 (51%), ha_1 (14%), inv_1 (13%)
top_area_frac=0.511
ys_chip_area_sq_um=19100
synth.distinct_cells=61

[global_routing]
antenna_found_initial=0
grt.total_usage=0.250
grt_overflow_total=0
grt_pass1_wl_mm=71.6
grt_pass1_vias=14600
grt_max_degree=20

[placed_design]
place_congestion=0.924
port_buffers=64
dp_hpwl_mm=38.5

[final_layout]
seq_cell_count=0
logic_area_sq_um=16600
nClkBuffers=0
area_delta_synth_final_pct=7.61
seqCellArea_sq_um=0
drive_gt1_frac=0.0204
fillers=3464

[sta]
rsz0062_at_grt=false
fin_crit_ns=24.58
hold_slack_ns=16.25
finalMaxSlewViolations=0
max-slew-margin-rel=0.482
fmax_ghz=0.0407
setup_violations=0
tns_ns=0
worst_slew_pin_slew_ns=0.771
hold_viol=0
finalCritPeriodShare=0.694

[clock_tree]
cts_hold_buf=0
ctsResizeCount=0
cts_setup_buffers=0

[setup_path]
cp.arrival_ns=17.50
path_common_cell=fa_1
worst_path_max_delay_cell=o31ai_1
endpoint_kind=primary output
crit_required_ns=28.32
startpoint_type=input pin
worstSetupPathType=input pin to primary output
cpPeakStageDelay_ns=0.70
crit_fanout=9

[routing]
drtIter0Drc=494
vias_per_cell=4.93
wl_per_cell_um=15.0
diodes=0
via_count=13400
antenna_left=0
route.detailed.drc=0
wl_mm=40.7
dr.pass1.iters=6

[job]
tool_warnings=47
maxCapViolations=0

[worst_hold_path]
holdCritPathClass=input pin to primary output
hold_depth=8

[floorplanning]
chip_area_sq_um=39000
num_rows=71
coreArea_sq_um=37700
fp_util=0.508
num_io_pins=65
die_width_um=198
die_h_um=198

[status]
run_status=finished, final reports clean

==> worst max-delay path: cells and delay by family <==
kind,cells,cell delay [ns]
AOI/OAI and AO/OA,7,1.95
and+or+nand+nor,6,1.71
buffers and inverters,8,1.80
xor gates and xnor gates,1,0.56
adders and majority gates,10,4.39
==> synthesized netlist by cell type, types with 5 or more instances <==
library cell and count:
a211oi_1 5, a21boi_0 6, a21o_1 24, a21oi_1 56, and2_1 25, and3_1 5, clkbuf_1 20, clkinv_1 6
fa_1 488, ha_1 220, inv_1 650, nand2_1 170, nand2b_1 11, nand3_1 12, nand3b_1 6, nand4_1 5
nor2_1 176, nor2b_1 11, nor3_1 20, nor4_1 6, o211ai_1 5, o21a_1 12, o21ai_0 41, or3_1 5
xnor2_1 55, xor2_1 22
==> kinds of logic after synthesis <==
family          share of synthesized area
mux                               0.00327
buf+inv                             0.133
simple gates                        0.107
compound gates                     0.0665
fa+ha+maj                           0.655
xor+xnor                           0.0353
==> path summary, 6_finish.rpt <==
kind	from	end	slack, ns
setup / recovery	bird_X_Pos[0]	S1	10.82
hold / removal	player1_X_Pos[0]	L1	16.25
==> layer usage <==
| layer | wire [um] | track usage | part of all wire |
|---|---|---|---|
| met3 | 2300 | 0.0584 | 0.057 |
| met1 | 17000 | 0.375 | 0.42 |
| met2 | 20800 | 0.407 | 0.51 |
| met5 | 0 | 0 | 0 |
| met4 | 551 | 0.0290 | 0.014 |
==> through the flow <==
step	instance area, sq um	instances	utilization	setup WS, ns
floorplan	19100	2129	-	13.02
detailed placement	20600	2717	0.546	10.80
global placement	20600	2717	0.546	10.80
CTS	20600	2717	0.546	10.77
global route	20600	2717	0.546	10.11
finish	20600	2717	0.546	10.82
==> placed cells by master, fill, tap and decap left out, types with 4 or more instances in the layout <==
| master | count |
|---|---|
| nand2_1 | 170 |
| mux2i_1 | 4 |
| o21ai_0 | 41 |
| a21boi_0 | 6 |
| or4_1 | 4 |
| o31ai_1 | 4 |
| nor2b_1 | 11 |
| or3_1 | 5 |
| buf_4 | 34 |
| o31a_1 | 4 |
| inv_1 | 650 |
| nor3_1 | 20 |
| a211oi_1 | 5 |
| clkdlybuf4s50_1 | 64 |
| nand4_1 | 5 |
| fa_1 | 488 |
| o21a_1 | 12 |
| nand2b_1 | 11 |
| xnor2_1 | 55 |
| clkinv_1 | 6 |
| a21o_1 | 24 |
| nand3_1 | 12 |
| xor2_1 | 22 |
| a21oi_1 | 56 |
| nor4_1 | 6 |
| ha_1 | 220 |
| and2_1 | 25 |
| o211ai_1 | 5 |
| nand3b_1 | 6 |
| a31oi_1 | 4 |
| and3_1 | 5 |
| nor2_1 | 176 |
==> area by class of cell <==
| type | instances | share of cell area |
|---|---|---|
| Tap cell | 511 | 0.0311 |
| Inverter | 656 | 0.120 |
| Multi-Input combinational cell | 1452 | 0.806 |
| Timing Repair Buffer | 98 | 0.0435 |
