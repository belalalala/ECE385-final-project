<file path="design/flow/config.mk">
export PLATFORM = sky130hd
export DESIGN_NAME = color_mapper
export DESIGN_NICKNAME = color_mapper
export VERILOG_FILES = /design/flow/design.v
export SDC_FILE = /design/flow/constraint.sdc
export NUM_CORES = 4
export LEC_CHECK = 1
export CORE_AREA = 10 10 70 70
export DIE_AREA = 0 0 80 80
</file>
<file path="design/flow/constraint.sdc">
current_design color_mapper

set clk_period 1.8
set clk_io_pct 0.2

create_clock -name clk0 -period $clk_period

set non_clock_inputs [all_inputs -no_clocks]
set_input_delay [expr $clk_period * $clk_io_pct] -clock clk0 $non_clock_inputs
set_output_delay [expr $clk_period * $clk_io_pct] -clock clk0 [all_outputs]
</file>
<file path="design/flow/design.v">
module  color_mapper (             
							 input logic			is_Menu,
							 input logic			is_Game,
							 input logic			is_Level,
							 input logic			is_Result,
							 input logic  [11:0] menu_pic,
							 input logic  [11:0] game_pic,
							 input logic  [11:0] level_pic,
							 input logic  [11:0] result_pic,
                      input logic  [9:0]  DrawX, DrawY,       
                      output logic [7:0]  VGA_R, VGA_G, VGA_B 
                     );
    logic [7:0] Red, Green, Blue;
    assign VGA_R = Red;
    assign VGA_G = Green;
    assign VGA_B = Blue;
    always_comb begin
		if(is_Menu == 1'b1) begin 
			Red   = {menu_pic[11:8], menu_pic[11:8]};
			Green = {menu_pic[7:4] , menu_pic[7:4] };
			Blue  = {menu_pic[3:0] , menu_pic[3:0] };
      end 
		else if(is_Game == 1'b1) begin  
			Red   = {game_pic[11:8], game_pic[11:8]}; 
         Green = {game_pic[7:4] , game_pic[7:4] };
         Blue  = {game_pic[3:0] , game_pic[3:0] };
		end
		else if(is_Level == 1'b1) begin 
		   Red   = {level_pic[11:8], level_pic[11:8]};
         Green = {level_pic[7:4] , level_pic[7:4] };
         Blue  = {level_pic[3:0] , level_pic[3:0] };
		end
		else if(is_Result == 1'b1) begin 
		   Red   = {result_pic[11:8], result_pic[11:8]};
         Green = {result_pic[7:4] , result_pic[7:4] };
         Blue  = {result_pic[3:0] , result_pic[3:0] };
		end
      else begin 
          Red   = 8'hff; 
          Green = 8'hff; 
          Blue  = 8'hff;
      end
    end 
endmodule
</file>
<file path="design/flow/run.sh">
#!/bin/bash
# OpenROAD 26Q1-2900-gdf79404cd8, Yosys 0.63+post, stock flow scripts
make -C /OpenROAD-flow-scripts/flow DESIGN_CONFIG=/design/flow/config.mk WORK_HOME=/design/flow/orfs finish
</file>
==> results.json <==
{
  "setup_violations": 0,
  "min_period_over_period_pct": 96.6,
  "internal_power_uw": 208,
  "gp_congestion": 0.830,
  "synth_cell_types": 15,
  "netSwitchingPower_uw": 90.6,
  "path_max_fanout": 6,
  "powerDensity_nw_per_um2": 236,
  "finalPower_uw": 299,
  "seqCellArea_sq_um": 0,
  "chipArea_sq_um": 6400,
  "slew_violations": 0,
  "max_clock_freq_mhz": 575,
  "cpMaxStageDelayCell": "or2_4",
  "rsz0062_at_grt": "yes",
  "post-route-util_pct": 37.0,
  "required_ns": 1.44,
  "synth_top_cell_by_area": "buf_4",
  "dp_slack_ns": -0.530,
  "io_pins": 96,
  "topCellsByArea": "buf_4 27%, a22oi_1 19%, o22ai_1 17%, o21ai_1 11%, buf_2 3.8%",
  "seqPwrFrac_pct": 0,
  "p_leak_nw": 0.525,
  "peakVddDrop_mv": 0.0983,
  "hold_buffers": 0,
  "tightest_slew_ns": 0.212,
  "grt_pass1_vias": 883,
  "dr.first_iter.drc_count": 12,
  "layout_setup_ws_ns": 0.0621,
  "critPathCaptureType": "output port",
  "drt_pass1_iterations": 3,
  "drc": 0,
  "antenna_found_initial": 0,
  "grt_max_degree": 14,
  "finalHoldWorstSlack_ns": 1.21,
  "hold_violations": 0,
  "status": "finished clean",
  "mostFrequentLayoutCells": "48 x clkdlybuf4s50_1, 18 x dlygate4sd2_1, 10 x buf_4",
  "path_cells": "buf_2 -> or2_4 -> buf_6 -> buf_4 -> buf_4 -> o21ai_2 -> buf_2",
  "fill_cells": 355,
  "period_needed_ns": 1.74,
  "die_y_microns": 80,
  "max_stage_delay_ns": 0.29,
  "track_usage_pct": 8.50,
  "wl_microns": 2810,
  "portBuffers": 76,
  "combPwrFrac_pct": 100.0,
  "p_sw_share_pct": 30.3,
  "synth_stat.cells": 59,
  "hpwl_microns": 2420,
  "n_clock_buffer": 0,
  "dpl_cell_area_sq_um": 1190,
  "p_clk_share_pct": 0,
  "wl_per_cell_microns": 15.7,
  "area_delta_synth_final_pct": 220,
  "syn_area_per_cell_sq_um": 6.70,
  "ant_nets": 0,
  "postSynthSeqShare_pct": 0,
  "max_slew_margin_pct": 85.8,
  "fp.dieW_microns": 80,
  "vias_per_cell": 4.19,
  "fp_util_pct": 11.6,
  "critPathArrivalTime_ns": 1.38,
  "min_path_type": "in -> out",
  "mostFrequentLayoutCell": "clkdlybuf4s50_1",
  "gr-total-overflow": 0,
  "netlist.area_leader.share_pct": 26.6,
  "vias": 750,
  "tool_warnings": 53,
  "antenna_cells": 0,
  "layout-drive-gt1-share_pct": 33.8,
  "grt_pass1_wl_microns": 4470,
  "syn_inst": 59,
  "ys_area_sq_um": 395,
  "cap_violations": 0,
  "critPathLaunchType": "input port",
  "yosysWarnings": 1,
  "flops": 0,
  "netlist_area_sq_um": 395,
  "comb_area_sq_um": 358,
  "path_class": "in -> out",
  "fin_area_sq_um": 1260,
  "core_area_sq_um": 3420,
  "rows": 21
}
## per-layer routing
| metal | global-route usage [%] | wire length, microns | vias up |
|---|---|---|---|
| met5 | 0 | 0 | - |
| met4 | 0 | 0 | 0 |
| li1 | - | - | 369 |
| met2 | 14.9 | 1270 | 48 |
| met1 | 10.3 | 1220 | 333 |
| met3 | 2.84 | 320 | 0 |
## what timing repair did
| action | CTS | global route |
|---|---|---|
| buffers inserted | 4 | 0 |
| setup endpoints to repair | 24 | 8 |
| pin swaps | 5 | 0 |
| gates resized | 67 | 6 |
## cell usage after synthesis
master,number
o22ai_1,11
a22oi_1,10
nand2b_1,1
or2_4,1
o21ai_0,1
o22ai_2,1
buf_2,3
o21ai_1,9
nor2b_1,2
a221oi_2,1
a21oi_1,1
a221o_1,1
buf_4,14
nor2_1,1
inv_1,2
## critical path, delay by kind of cell
kind,cells,cell delay (ns)
compound gates,1,0.12
buf+inv,5,0.61
simple gates,1,0.29
## cell type report
type / instances / area share [%]
Tap cell: 46 / 4.55
Inverter: 2 / 0.594
Multi-Input combinational cell: 40 / 28.3
Timing Repair Buffer: 91 / 66.5
## power groups by stage
stage         registers (mW)  clock network (mW)  logic [mW]
CTS                        0                   0       0.295
global route               0                   0       0.328
finish                     0                   0       0.299
## worst paths after layout
path                 from  endpoint  slack, ns  cells past startpoint
setup / recovery  is_Menu  VGA_B[4]       0.06                      7
hold / removal    is_Game  VGA_R[2]       1.21                      4
## stage by stage
stage / setup TNS [ns] / instances
after detailed placement: -12.16 / 175
final: 0 / 179
after CTS: 0 / 179
after global routing: -0.0159 / 179
after floorplan: 0 / 59
after global placement: -11.51 / 175
## cells by family (layout without fill, tap and decap cells)
logic type	Yosys count	in the layout	synth area share (%)
compound gates	35	35	59.8
buf+inv	19	93	32.3
simple gates	5	5	7.91
Power is estimated from default activity; no workload was simulated.
